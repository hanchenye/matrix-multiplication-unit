--- constraint.sdc ---
current_design col_data_bus

set clk_period 2.7
set clk_io_pct 0.2

create_clock -name clk0 -period $clk_period [get_ports {clk}]

set non_clock_inputs [all_inputs -no_clocks]
set_input_delay [expr $clk_period * $clk_io_pct] -clock clk0 $non_clock_inputs
set_output_delay [expr $clk_period * $clk_io_pct] -clock clk0 [all_outputs]
--- run.sh ---
#!/bin/bash
# OpenROAD 26Q1-2900-gdf79404cd8, Yosys 0.63+post, stock flow scripts
make -C /OpenROAD-flow-scripts/flow DESIGN_CONFIG=/design/flow/config.mk WORK_HOME=/design/flow/orfs finish
--- design.v ---
`timescale 1ns / 1ps
module row_data_bus
#(
    parameter ARRAY_SIZE = 16,
    parameter DATA_WIDTH = 16,
    parameter PIPELINE_DEPTH = 1
)(
    input wire                             clk,
    input wire                             rst_n,
    input wire [ARRAY_SIZE-1:0]            valid_in,
    input wire [ARRAY_SIZE*DATA_WIDTH-1:0] data_in,
    output reg [ARRAY_SIZE-1:0]            valid_out,
    output reg [ARRAY_SIZE*DATA_WIDTH-1:0] data_out
);
wire [DATA_WIDTH-1:0] data_bus;
assign data_bus = (valid_in[0]? data_in[DATA_WIDTH-1:0]: 0) |
                  (valid_in[1]? data_in[2*DATA_WIDTH-1:DATA_WIDTH]: 0) |
                  (valid_in[2]? data_in[3*DATA_WIDTH-1:2*DATA_WIDTH]: 0) |
                  (valid_in[3]? data_in[4*DATA_WIDTH-1:3*DATA_WIDTH]: 0) |
                  (valid_in[4]? data_in[5*DATA_WIDTH-1:4*DATA_WIDTH]: 0) |
                  (valid_in[5]? data_in[6*DATA_WIDTH-1:5*DATA_WIDTH]: 0) |
                  (valid_in[6]? data_in[7*DATA_WIDTH-1:6*DATA_WIDTH]: 0) |
                  (valid_in[7]? data_in[8*DATA_WIDTH-1:7*DATA_WIDTH]: 0) |
                  (valid_in[8]? data_in[9*DATA_WIDTH-1:8*DATA_WIDTH]: 0) |
                  (valid_in[9]? data_in[10*DATA_WIDTH-1:9*DATA_WIDTH]: 0) |
                  (valid_in[10]? data_in[11*DATA_WIDTH-1:10*DATA_WIDTH]: 0) |
                  (valid_in[11]? data_in[12*DATA_WIDTH-1:11*DATA_WIDTH]: 0) |
                  (valid_in[12]? data_in[13*DATA_WIDTH-1:12*DATA_WIDTH]: 0) |
                  (valid_in[13]? data_in[14*DATA_WIDTH-1:13*DATA_WIDTH]: 0) |
                  (valid_in[14]? data_in[15*DATA_WIDTH-1:14*DATA_WIDTH]: 0) |
                  (valid_in[15]? data_in[16*DATA_WIDTH-1:15*DATA_WIDTH]: 0);
genvar i;
generate
for(i = 0; i < ARRAY_SIZE; i = i + 1)
begin: broadcast
    always @(posedge clk)
    begin
        if(!rst_n)
        begin
            valid_out[i] <= 0;
            data_out[(i+1)*DATA_WIDTH-1:i*DATA_WIDTH] <= 0;
        end
        else if(valid_in)
        begin
            valid_out[i] <= 1;
            data_out[(i+1)*DATA_WIDTH-1:i*DATA_WIDTH] <= data_bus;
        end
        else
        begin
            valid_out[i] <= 0;
            data_out[(i+1)*DATA_WIDTH-1:i*DATA_WIDTH] <= 0;    
        end
    end
end
endgenerate
endmodule
module col_data_bus
#(
    parameter ARRAY_SIZE = 16,
    parameter DATA_WIDTH = 16,
    parameter PIPELINE_DEPTH = 1
)(
    input wire                                 clk,
    input wire                                 rst_n,
    input wire [ARRAY_SIZE:0]                  valid_in,
    input wire [(ARRAY_SIZE+1)*DATA_WIDTH-1:0] data_in,
    output reg [ARRAY_SIZE:0]                  valid_out,
    output reg [(ARRAY_SIZE+1)*DATA_WIDTH-1:0] data_out
);
wire [DATA_WIDTH-1:0] data_bus;
assign data_bus = (valid_in[0]? data_in[DATA_WIDTH-1:0]: 0) |
                  (valid_in[1]? data_in[2*DATA_WIDTH-1:DATA_WIDTH]: 0) |
                  (valid_in[2]? data_in[3*DATA_WIDTH-1:2*DATA_WIDTH]: 0) |
                  (valid_in[3]? data_in[4*DATA_WIDTH-1:3*DATA_WIDTH]: 0) |
                  (valid_in[4]? data_in[5*DATA_WIDTH-1:4*DATA_WIDTH]: 0) |
                  (valid_in[5]? data_in[6*DATA_WIDTH-1:5*DATA_WIDTH]: 0) |
                  (valid_in[6]? data_in[7*DATA_WIDTH-1:6*DATA_WIDTH]: 0) |
                  (valid_in[7]? data_in[8*DATA_WIDTH-1:7*DATA_WIDTH]: 0) |
                  (valid_in[8]? data_in[9*DATA_WIDTH-1:8*DATA_WIDTH]: 0) |
                  (valid_in[9]? data_in[10*DATA_WIDTH-1:9*DATA_WIDTH]: 0) |
                  (valid_in[10]? data_in[11*DATA_WIDTH-1:10*DATA_WIDTH]: 0) |
                  (valid_in[11]? data_in[12*DATA_WIDTH-1:11*DATA_WIDTH]: 0) |
                  (valid_in[12]? data_in[13*DATA_WIDTH-1:12*DATA_WIDTH]: 0) |
                  (valid_in[13]? data_in[14*DATA_WIDTH-1:13*DATA_WIDTH]: 0) |
                  (valid_in[14]? data_in[15*DATA_WIDTH-1:14*DATA_WIDTH]: 0) |
                  (valid_in[15]? data_in[16*DATA_WIDTH-1:15*DATA_WIDTH]: 0) |
                  (valid_in[16]? data_in[17*DATA_WIDTH-1:16*DATA_WIDTH]: 0);
genvar i;
generate
for(i = 0; i < (ARRAY_SIZE+1); i = i + 1)
begin: broadcast
    always @(posedge clk)
    begin
        if(!rst_n)
        begin
            valid_out[i] <= 0;
            data_out[(i+1)*DATA_WIDTH-1:i*DATA_WIDTH] <= 0;
        end
        else if(valid_in)
        begin
            valid_out[i] <= 1;
            data_out[(i+1)*DATA_WIDTH-1:i*DATA_WIDTH] <= data_bus;
        end
        else
        begin
            valid_out[i] <= 0;
            data_out[(i+1)*DATA_WIDTH-1:i*DATA_WIDTH] <= 0;    
        end
    end
end
endgenerate
endmodule
--- config.mk ---
export PLATFORM = sky130hd
export DESIGN_NAME = col_data_bus
export DESIGN_NICKNAME = col_data_bus
export VERILOG_FILES = /design/flow/design.v
export SDC_FILE = /design/flow/constraint.sdc
export NUM_CORES = 4
export LEC_CHECK = 1
export CORE_AREA = 10 10 228 228
export DIE_AREA = 0 0 238 238
==> impl_metrics.ini <==
; synthesis and place-and-route metrics
[run_status]
result_of_the_run = finished clean

[clock_network]
postCtsHoldBufs = 0
cts_buffer_depth = 2
cts_buffers = 3
cts_h_tree_depth = 1
cts.repair_timing.setup_buffer_count = 0
cts_root_buf = sky130_fd_sc_hd__clkbuf_16
cts.repair.resized = 0
cts.sinks = 17
clk_pin_slew_ps = 90
cts_tree = built

[detailed_routing]
post-route-drc-count = 0
routed_wire_length_per_instance_um = 26.3
detailroute.via_count = 4987
drt_iter0_drc = 230
drt.antenna.violating_nets = 0
firstDrtPassIters = 7
post_drt_via_cell_ratio = 3.52
finalWirelength_um = 37300

[synthesis]
async_flop_share = 0
synthesized_area_divided_by_synthesized_cell_count_um2 = 7.88
synth_top_cell_by_area = sky130_fd_sc_hd__buf_4
yosysMostFrequentCell = sky130_fd_sc_hd__buf_4
ys_seq_frac = 0.0852
yosys_cells = 507
most_used_dff_post_synth = sky130_fd_sc_hd__dfxtp_1
synth.yosys.chip_area_um2 = 3990
synth_cell_type_count = 18
synthCells = 507
top_cell_area_share = 0.517
ranking_of_synthesized_cells_by_area = sky130_fd_sc_hd__buf_4 (52%), sky130_fd_sc_hd__a22oi_1 (12%), sky130_fd_sc_hd__dfxtp_1 (8.5%)
synth-edff-count = 0
ys.flops = 17
post_synthesis_instance_area_um2 = 3990
synth_warnings = 1
top_cells_by_count = sky130_fd_sc_hd__buf_4 (275), sky130_fd_sc_hd__a22oi_1 (64), sky130_fd_sc_hd__a221oi_1 (32)

[placed_design]
routabilityCongestion = 0.833
placed_area_um2 = 8510
place.detailed.hpwl_um = 31900
port_buffers = 579

[pwr]
vdd.ir_drop.worst_mv = 0.199
power.combinational.fraction = 0.634
lkg_pwr_nw = 3.10
power-per-cell-area_nw_per_um2 = 228
p_clk_frac = 0.199
netSwitchingPower_mw = 0.634
power_frac_seq = 0.167
internal-power_mw = 1.33
p_sw_frac = 0.323

[cells_and_area]
final_design_area_no_fill_um2 = 8590
area_overhead_vs_synth_pct = 115
postLayoutCoreUtil = 0.184
final.fill_count = 5127
final_layout_size_suffix_gt1_frac = 0.0556

[global_routing]
grt_antenna_before_repair = 2
via_count_of_the_first_global_routing_pass = 5463
total_routing_usage_gr = 0.124
grt_first_pass_wirelength_um = 48200
globalRoute.totalOverflow = 0
largest_net_degree_at_the_start_of_global_routing = 18

[critical_path]
worst_setup_path_startpoint = data_out[266]$_SDFF_PN0_
startpoint_type_of_the_worst_setup_path = flop
critical_path.top_delay_family = flip-flops
capturing_instance_or_port_of_the_critical_path = data_out[234]
timing.critical_path.buf_inv = 1
worstPathCellList = clkdlybuf4s50_1
critPathKind = flop to primary output
critical_path_cell_count = 1
worst_setup_path_end_kind = primary output
worstPathRequired_ps = 2160
cp_max_fo = 17
critPathMaxStageDelay_ps = 880
cpMaxStageDelayCell = sky130_fd_sc_hd__dfxtp_1
worst-endpoint-arrival_ps = 1820

[floorplanning]
core-area_um2 = 46800
io-pin-count = 580
row_count = 79
chip_area_um2 = 56600
die_w_um = 238
die_height_um = 238
pre_placement_core_utilization = 0.0854

[sta]
fin_crit_ps = 2360
fin_crit_sh = 0.875
timing.final.max_slew_violations = 0
slew_margin_rel = 0.363
maxClockFrequency_mhz = 423
grt_setup_unrepaired = false
tns_ps = 0
worst-slew-pin-transition_ps = 956
setup_viol = 0
timing.final.hold_violations = 0

[job]
warning_count = 25
max-cap-violations = 0

[hold_path]
worst_min_delay_path_class = input pin to flop
==> power by group through the flow <==
| stage | logic, mW | registers (mW) | clock network [mW] |
|---|---|---|---|
| CTS | 1.27 | 0.331 | 0.432 |
| global route | 1.32 | 0.337 | 0.430 |
| finish | 1.24 | 0.328 | 0.390 |
==> layout make-up <==
class | count | area, um^2 | share of cell area
multi-input combinational | 182 | 1430 | 0.166
timing repair buffer | 606 | 5980 | 0.696
sequential | 17 | 340 | 0.0396
tap | 607 | 759 | 0.0884
clock buffer | 4 | 78.8 | 0.00917
inverter | 1 | 3.75 | 0.000437
antenna | 1 | 2.50 | 0.000291
==> stage by stage <==
stage	setup slack (ps)	hold WS (ps)	power (mW)	instances
3_5_place_dp	-152	1220	1.60	1413
3_3_place_gp	-216	1220	1.60	1413
6_report	337	920	1.96	1418
4_1_cts	168	901	2.03	1417
2_1_floorplan	886	700	0.772	507
5_1_grt	96.6	925	2.09	1417
==> worst min-delay path by stage <==
stage | to | start | slack (ps) | cells past startpoint
CTS | data_out[267]$_SDFF_PN0_ | data_in[251] | 900 | 3
finish | data_out[267]$_SDFF_PN0_ | data_in[251] | 920 | 3
global route | data_out[265]$_SDFF_PN0_ | data_in[249] | 930 | 3
==> flip-flops by register name, summed over array words and instances (netlist names) <==
signal	count
valid_out	1
data_out	16
==> cell families after synthesis <==
family,synth area share
and+or+nand+nor,0.0602
AOI/OAI and AO/OA,0.298
DFF,0.0852
buffers and inverters,0.557
==> routing by layer <==
metal  wire [um]  track usage  up-vias  part of all wire
met4         599       0.0173        2             0.016
li1            -            -     2203                 -
met2       17800        0.210      421              0.48
met1       14800        0.149     2327              0.40
met3        4090       0.0480       34              0.11
met5          17            0        -           0.00046
==> cell usage in the layout (no fill, tap or decap) <==
cell                              synthesis  routed
sky130_fd_sc_hd__nor2_1                   1       1
sky130_fd_sc_hd__and3_1                  16      16
sky130_fd_sc_hd__a221oi_1                32      32
sky130_fd_sc_hd__inv_2                    1       1
sky130_fd_sc_hd__clkbuf_1                21       1
sky130_fd_sc_hd__dfxtp_1                 17      17
sky130_fd_sc_hd__nand4_2                  1       1
sky130_fd_sc_hd__a222oi_1                16      16
sky130_fd_sc_hd__diode_2                  0       1
sky130_fd_sc_hd__a22oi_1                 64      64
sky130_fd_sc_hd__nand2_1                 16      16
sky130_fd_sc_hd__a31oi_1                 16      16
sky130_fd_sc_hd__buf_12                   0       2
sky130_fd_sc_hd__nor4_4                   3       3
sky130_fd_sc_hd__o41ai_4                  1       1
sky130_fd_sc_hd__clkbuf_16                0       3
sky130_fd_sc_hd__clkdlybuf4s50_1          0     570
sky130_fd_sc_hd__a22o_1                  16      16
sky130_fd_sc_hd__buf_4                  275      25
sky130_fd_sc_hd__buf_2                    5       9
Power and IR drop assume default switching activity.
